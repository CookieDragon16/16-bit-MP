$ cat design/flow/config.mk
export PLATFORM = sky130hd
export DESIGN_NAME = alu16
export DESIGN_NICKNAME = alu16
export VERILOG_FILES = /design/flow/design.v
export SDC_FILE = /design/flow/constraint.sdc
export NUM_CORES = 4
export LEC_CHECK = 1
export CORE_UTILIZATION = 50
$ cat design/flow/constraint.sdc
current_design alu16

set clk_period 96.0
set clk_io_pct 0.2

create_clock -name clk0 -period $clk_period

set non_clock_inputs [all_inputs -no_clocks]
set_input_delay [expr $clk_period * $clk_io_pct] -clock clk0 $non_clock_inputs
set_output_delay [expr $clk_period * $clk_io_pct] -clock clk0 [all_outputs]
$ cat design/flow/design.v
module alu16
 #(parameter control_alu = 5)
 (input logic [15:0] a,b,input logic [control_alu-1:0] func,input logic [5:0] flagsin,output logic [5:0] flagsout,output logic [15:0] y);
 always_comb begin
	flagsout = 'b0;
	y = 'b0;
	case(func)
		0: {flagsout[4],y} = a+b+flagsin[3];  
		1: {flagsout[4],y} = a-b-flagsin[3];
		2: {flagsout[4],y} = a*b;
		3: {flagsout[4],y} = a/b;
		4: y = a%b;
		5: y = ~b;
		6: y = a|b;
		7: y = a&b;
		8: y = ~(a|b);
		9: y = ~(a&b);
		10: y = a^b;
		11: y = ~(a^b);
		12: begin
			y[7:0] = b[15:8];
			y[15:8] = b[7:0];
		    end
		13: {flagsout[3],y} = a << b;
		14: {flagsout[3],y} = a >> b;
		15: {flagsout[3],y} = a >>> b;
		16: y = y;
		17: begin
		flagsout[5] = (a == b);
		flagsout[2] = (y%2);
		flagsout[1] = (a>b);
		flagsout[0] = (a<b); 
		end
		default: begin
			y = 'b0;
			flagsout = 'b0;
		 end
	endcase
 end	 
endmodule
module tb_alu16;
 reg[15:0] a,b;
 reg[4:0] func;
 reg[5:0] flagsin;
 wire[5:0] flagsout;
 wire[15:0] y;
 integer i;
 alu16 test_unit(
            a,b,               
            func,
            flagsin,
            flagsout,
            y
     );
    initial begin
      flagsin = 6'b0;
      a = 10000;
      b = 2;
      func = 5'h0;
      for (i=0;i<=15;i=i+1)
      begin
       #10;
       func = func + 5'h01;
       #10;
      end;
      a = 16'hF6;
      b = 16'h0A;
    end
endmodule
$ cat design/flow/run.sh
#!/bin/bash
# OpenROAD 26Q1-2900-gdf79404cd8, Yosys 0.63+post, stock flow scripts
make -C /OpenROAD-flow-scripts/flow DESIGN_CONFIG=/design/flow/config.mk WORK_HOME=/design/flow/orfs finish
==> impl_metrics.xml <==
<?xml version="1.0" encoding="UTF-8"?>
<metrics>
  <group name="status">
    <metric name="status" unit="">finished, final reports clean</metric>
  </group>
  <group name="critical_path">
    <metric name="critPathCaptureType" unit="">output port</metric>
    <metric name="critical_path.slowest_cell" unit="">sky130_fd_sc_hd__o21ai_1</metric>
    <metric name="worst_path_largest_cell_delay" unit="ps">870</metric>
    <metric name="cp_num_buf_inv" unit="">16</metric>
    <metric name="source_of_the_critical_timing_path" unit="">b[14]</metric>
    <metric name="critPathKind" unit="">in -&gt; out</metric>
    <metric name="critical_path_required" unit="ps">76800</metric>
    <metric name="worstPathArrival" unit="ps">56220</metric>
    <metric name="timing.critical_path.from_type" unit="">primary input</metric>
    <metric name="critPathTopFamily" unit="">AND-OR/OR-AND gates</metric>
    <metric name="cp_max_fo" unit="">25</metric>
    <metric name="crit_path_frequent_cell" unit="">sky130_fd_sc_hd__ha_1</metric>
  </group>
  <group name="pwr">
    <metric name="max-vdd-ir-drop" unit="mV">0.0131</metric>
    <metric name="power_switching" unit="mW">0.184</metric>
    <metric name="seqPwrFrac" unit="%">0</metric>
    <metric name="leakage" unit="nW">11.6</metric>
    <metric name="power_density" unit="mW/mm2">12.2</metric>
    <metric name="power_frac_clock" unit="%">0</metric>
    <metric name="swShare" unit="%">58.6</metric>
    <metric name="internal_power" unit="mW">0.130</metric>
    <metric name="combinationalPowerShare" unit="%">100.0</metric>
  </group>
  <group name="logic_synthesis">
    <metric name="synthCells" unit="">3456</metric>
    <metric name="synth_cell_type_count" unit="">93</metric>
    <metric name="fraction_of_the_yosys_area_taken_by_sequential_cells" unit="%">0</metric>
    <metric name="yosys.stat.chipArea" unit="mm2">0.0242</metric>
    <metric name="yosysWarningCount" unit="">1</metric>
    <metric name="synth_stat.cells" unit="">3456</metric>
    <metric name="synth.cell_area" unit="mm2">0.0242</metric>
    <metric name="synth.avg_cell_area" unit="um2">7.00</metric>
  </group>
  <group name="timing">
    <metric name="layout_min_cycle_time" unit="ps">75420</metric>
    <metric name="setup_viol_count_final" unit="">0</metric>
    <metric name="relSlewSlack" unit="%">30.9</metric>
    <metric name="finalSetupTns" unit="ps">0</metric>
    <metric name="final-hold-violation-count" unit="">0</metric>
    <metric name="maxSlewViolCount" unit="">0</metric>
    <metric name="timing_worst_slew_pin_value" unit="ps">1030</metric>
    <metric name="layout_worst_path_cycle_share" unit="%">78.6</metric>
    <metric name="timing.fmax" unit="GHz">0.0133</metric>
    <metric name="unrepaired_setup_endpoints_after_global_routing" unit="">no</metric>
  </group>
  <group name="hold_path">
    <metric name="worstHoldStart" unit="">b[1]</metric>
    <metric name="min_path_cells" unit="">5</metric>
    <metric name="hold_path.class" unit="">in -&gt; out</metric>
    <metric name="worstHoldEndpoint" unit="">flagsout[3]</metric>
  </group>
  <group name="placed_design">
    <metric name="port-buffer-count" unit="">59</metric>
    <metric name="place_congestion" unit="">1.06</metric>
    <metric name="detailed_place.area" unit="mm2">0.0257</metric>
    <metric name="place_hpwl" unit="mm">74.7</metric>
  </group>
  <group name="floorplanning">
    <metric name="io_pins" unit="">65</metric>
    <metric name="num_rows" unit="">80</metric>
    <metric name="fp.dieW" unit="um">222</metric>
    <metric name="fp-utilization" unit="%">50.7</metric>
    <metric name="core" unit="mm2">0.0477</metric>
    <metric name="floorplan.die_area" unit="mm2">0.0493</metric>
    <metric name="die_height" unit="um">222</metric>
  </group>
  <group name="clock_network">
    <metric name="post_cts_resize_count" unit="">0</metric>
    <metric name="postCtsHoldBufs" unit="">0</metric>
    <metric name="post_cts_buffers" unit="">0</metric>
  </group>
  <group name="final_layout">
    <metric name="finish.utilization" unit="%">53.7</metric>
    <metric name="area_growth_from_synthesis_to_layout" unit="%">6.09</metric>
    <metric name="final_layout_size_suffix_gt1_share" unit="%">6.59</metric>
    <metric name="final_cell_area" unit="mm2">0.0257</metric>
    <metric name="nClkBuffers" unit="">0</metric>
    <metric name="multiInputGateArea" unit="mm2">0.0227</metric>
    <metric name="layout.sequential_cells" unit="">0</metric>
    <metric name="seq_area" unit="um2">0</metric>
    <metric name="fill_cells" unit="">4565</metric>
  </group>
  <group name="grt">
    <metric name="number_of_antenna_violations_at_the_first_check_in_global_routing" unit="">5</metric>
    <metric name="grt_first_pass_wirelength" unit="mm">149</metric>
    <metric name="grt_overflow_total" unit="">0</metric>
    <metric name="pin_count_of_the_biggest_net_entering_global_routing" unit="">49</metric>
    <metric name="globalRouteTotalUtil" unit="%">40.5</metric>
    <metric name="grt_pass1_vias" unit="">24700</metric>
  </group>
  <group name="route">
    <metric name="drc_violations_left" unit="">0</metric>
    <metric name="diodes" unit="">0</metric>
    <metric name="wl" unit="mm">98.7</metric>
    <metric name="initialDrtViolationCount" unit="">2333</metric>
    <metric name="avgViaCountPerCell" unit="">6.48</metric>
    <metric name="postRouteAntennaNets" unit="">0</metric>
    <metric name="routedWlPerCell" unit="um">24.2</metric>
    <metric name="detail_route.first_pass.iterations" unit="">6</metric>
    <metric name="vias_after_detailed_routing" unit="">26400</metric>
  </group>
  <group name="run">
    <metric name="maxCapViolations" unit="">0</metric>
    <metric name="warning_count" unit="">91</metric>
  </group>
</metrics>
==> how the worst max path moves through the flow <==
stage / to / slack (ps) / cells past startpoint
after CTS: y[0] / 21290 / 131
after global routing: y[0] / 18100 / 130
final: y[0] / 20580 / 131
==> cell usage after synthesis (all sizes together) (22+ instances only) <==
master	n	area share, %
a31oi	51	1.3
nand4	28	0.72
inv	238	3.7
fa	99	8.2
xnor2	135	4.9
nand2	369	5.7
o21bai	23	0.71
a21oi	266	5.5
ha	417	22
a21boi	24	0.74
mux2i	39	1.6
xor2	87	3.2
or2	45	1.2
a21o	81	2.5
nand2b	30	0.78
nor2	355	5.5
or3	42	1.1
o21ai	204	4.2
nor2b	26	0.67
clkbuf	128	2.0
o211ai	52	1.6
and3	22	0.57
o31ai	31	0.96
nor3	95	2.0
o21a	68	2.1
a211oi	50	1.6
nand3	63	1.3
nor4	32	0.92
mux2	50	2.3
==> final cells by class <==
class,instances,share of cell area (%)
inverters,242,3.54
repair buffers,150,4.89
multi-input cells,3069,88.6
well taps,615,3.00
==> layout by cell type, fill, tap and decap left out, drive strengths merged, types with 31 or more instances in the layout <==
| master | instances |
|---|---|
| o31ai | 31 |
| or2 | 45 |
| inv | 239 |
| nand2 | 369 |
| mux2 | 50 |
| nand3 | 63 |
| o21ai | 204 |
| a31oi | 51 |
| clkdlybuf4s50 | 55 |
| xnor2 | 135 |
| or3 | 42 |
| a21oi | 266 |
| mux2i | 39 |
| ha | 417 |
| nor2 | 355 |
| fa | 99 |
| a211oi | 50 |
| a21o | 81 |
| nor3 | 95 |
| buf | 95 |
| o21a | 68 |
| o211ai | 52 |
| xor2 | 87 |
| nor4 | 32 |
==> routing by layer <==
metal / global-route usage, % / vias up / routed length, um
met3: 10.4 / 269 / 10700
met5: 0 / - / 39
li1: - / 12600 / -
met2: 60.6 / 1279 / 41400
met4: 14.7 / 6 / 4360
met1: 56.5 / 12200 / 42200
==> power groups by stage <==
stage     combinational, mW  sequential (mW)  clock [mW]
6_report              0.314                0           0
5_1_grt               0.350                0           0
4_1_cts               0.311                0           0
==> cells by family (layout without fill, tap and decap cells) <==
| logic type | after synthesis | after routing | share of synthesized area (%) |
|---|---|---|---|
| xor+xnor | 222 | 222 | 8.04 |
| other cells | 1 | 1 | 0.0155 |
| buf+inv | 387 | 392 | 6.07 |
| compound gates | 1055 | 1055 | 28.9 |
| simple gates | 1181 | 1181 | 22.8 |
| fa+ha+maj | 516 | 516 | 29.8 |
| mux | 94 | 94 | 4.41 |
==> through the flow <==
step           hold slack, ps  std cells  setup WS (ps)  total power, mW
6_report                39360       4076          20580            0.314
5_1_grt                 39410       4076          18100            0.350
4_1_cts                 39370       4076          21290            0.311
3_5_place_dp            39360       4076          21450            0.309
3_3_place_gp            39370       4076          21620            0.306
2_1_floorplan           38500       3456          28890            0.229
==> tightest hold or removal path, cell delays in order <==
cell                              delay [ps]
sky130_fd_sc_hd__buf_2                    90
sky130_fd_sc_hd__nor3_1                  110
sky130_fd_sc_hd__a41oi_1                 240
sky130_fd_sc_hd__nor4_1                  110
sky130_fd_sc_hd__clkdlybuf4s50_1         410
Power is estimated from default activity; no workload was simulated.
