==> design.v <==
module reg_file
 #(parameter bits = 16,N = 3)
 (input logic [N-1:0] RA1,RA2,WA3,input logic WE3,clk,rst,input logic [bits-1:0] WD3,output logic [bits-1:0] RD1,RD2);
 logic [bits-1:0] sram [2**N-1:0];
 always_ff @ (posedge clk,posedge rst) begin
	 if (rst) begin
		 sram[0] <= 'b0;
		 sram[1] <= 'b0;
		 sram[2] <= 'b0;
		 sram[3] <= 'b0;
		 sram[4] <= 'b0;
		 sram[5] <= 'b0;
		 sram[6] <= 'b0;
		 sram[7] <= 'b0;
	end
	 else if (WE3) sram[WA3] <= WD3;
 end
 assign RD1 = sram[RA1];
 assign RD2 = sram[RA2];
endmodule
==> run.sh <==
#!/bin/bash
# OpenROAD 26Q1-2900-gdf79404cd8, Yosys 0.63+post, stock flow scripts
make -C /OpenROAD-flow-scripts/flow DESIGN_CONFIG=/design/flow/config.mk WORK_HOME=/design/flow/orfs finish
==> config.mk <==
export PLATFORM = sky130hd
export DESIGN_NAME = reg_file
export DESIGN_NICKNAME = reg_file
export VERILOG_FILES = /design/flow/design.v
export SDC_FILE = /design/flow/constraint.sdc
export NUM_CORES = 4
export LEC_CHECK = 1
export CORE_UTILIZATION = 40
==> constraint.sdc <==
current_design reg_file

set clk_period 4.5
set clk_io_pct 0.2

create_clock -name clk0 -period $clk_period [get_ports {clk}]

set non_clock_inputs [all_inputs -no_clocks]
set_input_delay [expr $clk_period * $clk_io_pct] -clock clk0 $non_clock_inputs
set_output_delay [expr $clk_period * $clk_io_pct] -clock clk0 [all_outputs]
==> out/qor.log <==
INFO  pwr            pwr-share-clk=0.387
INFO  pwr            max-vdd-ir-drop=0.318mV
INFO  global_routing antenna_found_initial=0
INFO  clock_tree     cts-buffers-inserted=17
INFO  job            total_number_of_warnings_across_the_stage_logs=25
INFO  final_timing   final_hold_viol_count=0
INFO  pwr            comb_power_share=0.205
INFO  final_timing   timing.final.max_slew_violations=0
INFO  global_routing maximum_number_of_pins_on_one_net_before_global_route_repair=71
INFO  pwr            p_sw=1060uW
INFO  route          firstDrtPassIters=5
INFO  yosys          ys_async_sr_fraction=1.00
INFO  outcome        run_status=finished clean
INFO  final_timing   timing.max_slew.rel_slack=0.424
INFO  pwr            power.static_leakage=0.00364uW
INFO  final_timing   layout_min_cycle_time=4190ps
INFO  final_timing   worst-slew-pin-transition=861ps
INFO  critical_path  cp-start-kind=input pin
INFO  clock_tree     clkSlewWorstSetupHoldPaths=60ps
INFO  pwr            design_power_total=3910uW
INFO  final_timing   tns=0ps
INFO  floorplan      floorplanUtilization=0.413
INFO  floorplan      design.core.area=16,800um2
INFO  critical_path  worstSetupStartpoint=RA1[2]
INFO  finish         largest_register_ff_count=128
INFO  clock_tree     clock-root-buffer=sky130_fd_sc_hd__clkbuf_16
INFO  yosys          yosysCellCount=633
INFO  route          avg_wl_per_cell=21.6um
INFO  clock_tree     cts_sinks=128
INFO  yosys          post-synth-top-area-cell=sky130_fd_sc_hd__dfrtp_1
INFO  global_routing grt_overflow=0
INFO  critical_path  slowest_stage=sky130_fd_sc_hd__clkdlybuf4s50_1
INFO  critical_path  cp_cell_sequence=clkdlybuf4s50_1, nor2b_1, buf_4, buf_4, a31oi_1, a21oi_1, clkdlybuf4s50_1
INFO  route          diodes=0
INFO  global_routing track_usage=0.242
INFO  finish         largest-register=sram
INFO  final_timing   rsz0062_at_grt=false
INFO  floorplan      dieHeight=134um
INFO  route          vias=5,547
INFO  global_routing first_global_vias=5,675
INFO  finish         final-comb-area=3390um2
INFO  pwr            cellInternalPower=2850uW
INFO  job            drv.max_cap_violation_count=0
INFO  worst_hold_path min-delay-path-class=flip-flop to flip-flop
INFO  yosys          synth.ff_latch_count=128
INFO  final_timing   worst_clock_skew=0ps
INFO  critical_path  reg2reg_slack=3700ps
INFO  critical_path  slowest_delay=680ps
INFO  final_timing   worst_hold_slack=532ps
INFO  place          gp_congestion=0.859
INFO  global_routing grt_pass1_wl=31,700um
INFO  route          detail-route-antenna-nets=0
INFO  pwr            power_switching_share=0.270
INFO  final_timing   finalSetupViolCount=0
INFO  floorplan      io_pins=60
INFO  route          vias_per_cell=5.96
INFO  final_timing   peak_freq=239MHz
INFO  yosys          per_instance_average_area_after_synthesis=10.9um2
INFO  clock_tree     htree_levels=4
INFO  clock_tree     postCtsSetupBuffers=0
INFO  finish         fillCellCount=1,414
INFO  floorplan      fp-row-count=47
INFO  yosys          postSynthSeqShare=0.463
INFO  critical_path  worst-endpoint-arrival=3290ps
INFO  critical_path  critPathCapture=RD1[12]
INFO  yosys          synth.top_cell.area_share=0.463
INFO  finish         regArea=3200um2
INFO  route          total_wire_length_after_detailed_routing=20,100um
INFO  yosys          synth-edff-count=0
INFO  pwr            p_per_area=462nW/um2
INFO  critical_path  setup.worst_path.end_class=output port
INFO  clock_tree     postCtsHoldBufs=0
INFO  yosys          ys_types=37
INFO  route          drt_first_iter_violations=363
INFO  clock_tree     cts.path.max_buffers=2
INFO  critical_path  timing.setup.critical_path_class=input pin to output port
INFO  place          post_dp_cell_area=7810um2
INFO  critical_path  worst_r2r_path_depth=1
INFO  yosys          postSynthCellCount=633
INFO  yosys          ys_area=6920um2
INFO  finish         layout_top_cells_excl_fill_tap=sky130_fd_sc_hd__dfrtp_1, sky130_fd_sc_hd__mux2_2, sky130_fd_sc_hd__clkdlybuf4s50_1
INFO  clock_tree     clock.latency.late_pin=420ps
INFO  yosys          post_synth_main_area_contributors=sky130_fd_sc_hd__dfrtp_1, sky130_fd_sc_hd__mux2_2, sky130_fd_sc_hd__mux2i_1, sky130_fd_sc_hd__a22oi_1, sky130_fd_sc_hd__nor2_1
INFO  yosys          yosys_warnings=2
INFO  critical_path  rr_endpoint=sram[7][7]
INFO  finish         flow.area_growth_from_synthesis=22.1%
INFO  final_timing   finalCritPeriodShare=0.931
INFO  clock_tree     cts_tree=yes
INFO  finish         mostFrequentLayoutCell=sky130_fd_sc_hd__dfrtp_1
INFO  finish         top_regs=sram: 128 flops
INFO  yosys          ys_dominant_reg_cell=sky130_fd_sc_hd__dfrtp_1
INFO  yosys          syn_area=6920um2
INFO  critical_path  cp_max_fo=11
INFO  finish         final_design_area_no_fill=8450um2
INFO  route          drc=0
INFO  place          place.port_buffers=59
INFO  critical_path  r2r-start=sram[7][7]
INFO  finish         layout-drive-gt1-share=0.276
INFO  floorplan      die_width=134um
INFO  clock_tree     number_of_resized_instances_in_the_post_cts_repair_step=0
INFO  place          dp_hpwl=12,600um
INFO  pwr            seq_pwr_share=0.408
INFO  critical_path  cp_data_required_time=3600ps
INFO  floorplan      floorplan_die_area=17,800um2
Yosys cell counts (all sizes together) (2+ instances only):
cell      n
a21o     14
a21oi    17
a221oi   15
a22oi    28
a31oi    29
buf      32
clkbuf   19
dfrtp   128
inv      18
mux2    113
mux2i    33
mux4      2
nand2    48
nand2b    3
nand3    15
nand4b    3
nor2     53
nor2b    16
nor3      2
nor3b     5
o21ai    17
o32ai    16
or3       2
power groups by stage:
stage         sequential [uW]  clock [uW]  combinational [uW]
CTS                      1590        1530                 805
global route             1630        1570                 879
finish                   1600        1510                 801
worst min-delay path by stage:
stage	start	endpoint	slack (ps)	cells past startpoint
after CTS	sram[6][1]	sram[6][1]	530	1
after global routing	sram[6][6]	sram[6][6]	540	1
final	sram[6][1]	sram[6][1]	530	1
routing by layer:
| layer | vias up | GRT usage | wire length, um |
|---|---|---|---|
| met5 | - | 0 | 0 |
| met3 | 47 | 0.0738 | 1750 |
| met1 | 2803 | 0.354 | 8530 |
| li1 | 2440 | - | - |
| met4 | 0 | 0.0587 | 557 |
| met2 | 257 | 0.364 | 9290 |
logic make-up after synthesis:
group,after synthesis,share of synthesized area
simple gates,150,0.108
mux,148,0.242
compound gates,138,0.138
flops,128,0.463
buf+inv,69,0.0484
metrics by stage:
stage               setup slack (ps)  cells   util
floorplan                        187    633      -
global placement                 400    898  0.466
detailed placement               344    898  0.466
CTS                              318    930  0.504
global route                     258    930  0.504
finish                           308    930  0.504
cell type report:
cell class | instances | share of cell area
clock buffer | 18 | 0.0508
clock inverter | 14 | 0.0253
inverter | 18 | 0.00829
multi-input combinational | 436 | 0.401
sequential | 128 | 0.379
tap | 220 | 0.0326
timing repair buffer | 96 | 0.103
worst max-delay path: cells and delay by family:
family,cells,cell delay (ps)
buffers and inverters,4,1550
AND/OR/NAND/NOR,1,520
AND-OR/OR-AND,2,310
No activity file was given, so power comes from the tool's default toggle rates.
