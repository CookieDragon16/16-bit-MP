File: design/flow/constraint.sdc
current_design muxN

set clk_period 1.0
set clk_io_pct 0.2

create_clock -name clk0 -period $clk_period

set non_clock_inputs [all_inputs -no_clocks]
set_input_delay [expr $clk_period * $clk_io_pct] -clock clk0 $non_clock_inputs
set_output_delay [expr $clk_period * $clk_io_pct] -clock clk0 [all_outputs]
File: design/flow/design.v
module muxN
 #(parameter bits = 16,size = 2,set=1)
 (input logic [size-1:0] [bits-1:0] DI,input logic [set-1:0] sel,output logic [bits-1:0] DO);
 assign DO = DI[sel];
 endmodule
File: design/flow/run.sh
#!/bin/bash
# OpenROAD 26Q1-2900-gdf79404cd8, Yosys 0.63+post, stock flow scripts
make -C /OpenROAD-flow-scripts/flow DESIGN_CONFIG=/design/flow/config.mk WORK_HOME=/design/flow/orfs finish
File: design/flow/config.mk
export PLATFORM = sky130hd
export DESIGN_NAME = muxN
export DESIGN_NICKNAME = muxN
export VERILOG_FILES = /design/flow/design.v
export SDC_FILE = /design/flow/constraint.sdc
export NUM_CORES = 4
export LEC_CHECK = 1
export CORE_AREA = 10 10 70 70
export DIE_AREA = 0 0 80 80
==> notes.md <==
Figures from the implementation reports.

- The vias per cell is 3.174.
- Entering global routing, the biggest net connects 9 pins.
- Summing the sequential cell areas from Yosys gives 0% of the chip area.
- The via count of the first global-routing pass is 428.
- The checks that failed: setup timing.
- The DRC violations left reads 0.
- The xor and xnor fraction of the mapped netlist area is 0%.
- For this block, the initial DRC count from the detailed router was 3.
- Antenna repair during routing inserted a diode count of 0.
- The kind of start point of the critical path reads an input pin.
- The relative area change from synthesis to final layout is 233.7%.
- The pin slew with the least headroom to its limit is 0.06773 ns.
- The largest family of logic cells by area reads multiplexers.
- The antenna violation net count after detailed routing reads 0.
- Synthesis handed over a netlist of 18 instances.
- The fraction of the cycle the final worst path needs is 116.0%.
- In this run the cell area of the synthesized design comes to 249.0 sq um.
- Per the OpenROAD power report, leakage power amounts to 0.4499 nW.
- The arithmetic-cell share of the synthesized area counting full adders, half adders and majority gates is 0%.
- The die span in x is 80 um.
- The layout summary lists the proportion of cells stronger than drive strength 1 as 53.62%.
- The number of port buffers is 49.
- The cell area after placement reads 785.8 sq um.
- The logs give a warning total of 34.
- The chip height is 80 um.
- The worst voltage drop across the vdd grid reads 151.5 uV.
- The count of vias placed by the detailed router reads 365.
- The number of placed I/O pins is 49.
- The total cell area reported by yosys after synthesis reads 249.0 sq um.
- Yosys printed 0 warnings.
- The max-cap check violation count reads 0.
- The simple-gate share of the synthesized area is 0%.
- There are 0 flip-flops and latches.
- The number of cells in the yosys synthesis report reads 18.
- The finished layout cell area reads 830.8 sq um.
- The first-pass detailed-route iteration total reads 2.
- The HPWL reported at the end of detailed placement reads 1.243 mm.
- The post-placement setup slack reads -0.8484 ns.
- For this design the ratio of total power to cell area is 373.1 nW/um^2.
- STA puts the critical path data arrival time at 0.96 ns.
- Based on the critical path, the design can be clocked at up to 0.8617 GHz.
- The area of the die is 6400 sq um.
- After floorplanning, the core was sized to cover 3416 sq um.
- The start point of the worst hold path reads DI[1].
- STA classifies the critical path endpoint as an output port.
- The startpoint-to-endpoint class of the critical path is in -> out.
- The final period demand of the worst path reads 1.160 ns.
- The number of antenna violations at the first check in global routing reads 0.
- Summed over all layers, the global routing overflow is 0.
- The endpoint with the worst hold slack reads DO[1].
- The fraction of the core area occupied by cells at floorplan reads 7.289%.
- In this run the worst path has a maximum fanout of 1.
- The count of unique library cells instantiated by Yosys reads 4.
- The final weighted congestion in routability-driven placement reads 0.7855.
- The final setup slack of the worst path is -0.1604 ns.
- Setup repair after global routing could not meet its margin everywhere.
- The count of pins over their slew limit reads 0.
- The worst hold path belongs to the class in -> out.
- The wire length per cell after detailed routing is 12.37 um.
- The complex-gate fraction of the synthesized area reads 0%.
- Checking max transition, the worst relative margin is 95.48%.
- The floorplan row count is 21.
- The synthesized area per cell is 13.83 sq um.
- The data required time at the worst endpoint reads 0.80 ns.
- The run finished, with violations left.
- The most common logic cell in the final layout is dlygate4sd2_1.
- The global-route total usage across every layer reads 4.041%.
- The cts-stage hold buffer count reads 0.
- The hold slack reads 0.7019 ns.
- The number of stages on the worst hold path is 3.
- The number of hold violations in the final report is 0.
- The number of endpoints failing setup at the final stage reads 16.
- The total negative slack for setup checks reads -1.378 ns.
- In the layout the commonest cells are dlygate4sd2_1, mux2_4, buf_6.
- The storage element area is 0 sq um.
- The wire length of the first global-routing pass is 2.076 mm.
- The post-detailed-routing wire length is 1.423 mm.
- The share of synthesized area spent on multiplexers reads 87.44%.
- The layout has 0 clock buffers.
## cell usage after synthesis (all sizes together)
cell type / n / area share [%]
buf: 2 / 13
mux2: 16 / 87
## per-layer routing
layer | vias to the layer above | share of wire [%] | GRT usage, %
met2 | 49 | 25 | 4.494
met5 | - | 0 | 0
met1 | 145 | 50 | 5.867
li1 | 171 | - | -
met4 | 0 | 0 | 0
met3 | 0 | 25 | 3.409
## worst max path at each step
stage / start / end / slack, ns / cells past startpoint
CTS: DI[13] / DO[13] / -0.16 / 3
global route: sel[0] / DO[2] / -0.18 / 5
finish: DI[13] / DO[13] / -0.16 / 3
## through the flow
| step | utilization [%] | total power [mW] | std cells |
|---|---|---|---|
| 4_1_cts | 22.89 | 0.2889 | 115 |
| 3_3_place_gp | 23.00 | 0.3187 | 112 |
| 3_5_place_dp | 23.00 | 0.3181 | 112 |
| 6_report | 24.32 | 0.3100 | 115 |
| 2_1_floorplan | - | 0.08933 | 18 |
| 5_1_grt | 24.32 | 0.3351 | 115 |
## layout make-up
class	count	area (sq um)
tap	46	57.56
timing repair buffer	53	536.8
fill	371	2585
multi-input combinational	16	236.5
## cell families after synthesis
kind of cell  Yosys count
mux                    16
buf+inv                 2
## power by group
part           total, mW  internal [mW]  switching, mW
logic              0.310          0.243         0.0670
clock network          0              0              0
registers              0              0              0
## timing repair
item                                    4_1_cts  5_1_grt
hold endpoints to repair                      0        0
setup buffers                                 2        0
gates resized                                90       13
endpoints found under the setup margin       16       16
gates cloned                                  1        0
## worst max-delay path, cell delays in order
cell and delay [ns]:
clkdlybuf4s50_1 0.40, mux2_2 0.25, buf_2 0.11
Power figures rest on the tool's default switching activity, not on a simulated workload.
